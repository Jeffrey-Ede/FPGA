## flow/config.mk

```make
export PLATFORM = sky130hd
export DESIGN_NAME = mem_manager
export DESIGN_NICKNAME = mem_manager
export VERILOG_FILES = /design/flow/design.v
export SDC_FILE = /design/flow/constraint.sdc
export NUM_CORES = 4
export LEC_CHECK = 1
export CORE_UTILIZATION = 50
```

## flow/constraint.sdc

```tcl
current_design mem_manager

set clk_period 12.8
set clk_io_pct 0.2

create_clock -name clk0 -period $clk_period [get_ports {clk}]

set non_clock_inputs [all_inputs -no_clocks]
set_input_delay [expr $clk_period * $clk_io_pct] -clock clk0 $non_clock_inputs
set_output_delay [expr $clk_period * $clk_io_pct] -clock clk0 [all_outputs]
```

## flow/design.v

```verilog
`timescale 1ns / 1ps
module data_transfer(
    );
endmodule
module simp_counter # (
    parameter CNT_BITS = 8
    )(
    input wire clk,
    input wire inc_clk,
    input wire sync_i,
    output wire [CNT_BITS-1:0] count
    );
    reg [CNT_BITS-1:0] count_reg;
    reg inc_last;
    always @(posedge clk) begin
        if(sync_i) begin     
            count_reg <= {(CNT_BITS){1'b1}};
        end
        else if(~inc_clk & inc_last) begin    
            count_reg <= count_reg + 1'b1;
        end
        inc_last <= inc_clk;
    end
    assign count = count_reg;
endmodule
module mem_manager # (
    parameter MEM_WIDTH = 32'h00800000,
    parameter integer ADDR_WIDTH = 32,
    parameter integer DATA_WIDTH = 32,
    parameter integer COUNTER_WIDTH = 8,
    parameter integer SAVE_WIDTH = 32
    )(
    input wire clk,
    input wire sample,
    input wire loop_flag,
    input wire [COUNTER_WIDTH-1:0] counter,
    output wire [ADDR_WIDTH-1:0] offset,
    output wire [SAVE_WIDTH-1:0] start_addr,
    output wire [SAVE_WIDTH-1:0] end_addr,
    output wire [SAVE_WIDTH-1:0] counter_full,
    output wire [COUNTER_WIDTH-1:0] counter_min
    );
    localparam integer data_size = DATA_WIDTH/8;
    reg sample_last;
    reg loop_last;
    reg [ADDR_WIDTH-1:0] offset_reg;
    reg [SAVE_WIDTH-1:0] next_reg;
    reg [SAVE_WIDTH-1:0] start_reg;
    reg [SAVE_WIDTH-1:0] end_reg;
    reg [SAVE_WIDTH-1:0] counter_reg;
    always @(posedge clk) begin
        sample_last <= sample;
        loop_last <= loop_flag;
        if(sample & ~sample_last) begin
            if(offset_reg + data_size >= MEM_WIDTH) begin
                offset_reg <= {(ADDR_WIDTH){1'b0}};
            end
            else begin
                offset_reg <= offset_reg + data_size;
            end
        end
        if(loop_flag & ~loop_last) begin
            start_reg <= next_reg;
            end_reg <= offset_reg;
            counter_reg[COUNTER_WIDTH-1:0] <= counter;
            if(offset_reg + data_size >= MEM_WIDTH) begin
                next_reg <= {(ADDR_WIDTH){1'b0}};
            end
            else begin
                next_reg <= offset_reg + data_size;
            end
        end
    end
    assign offset = offset_reg;
    assign start_addr = start_reg;
    assign end_addr = end_reg;
    assign counter_full = counter_reg;
    assign counter_min = counter_reg[COUNTER_WIDTH-1:0];
endmodule
module data_writer # (
    parameter USER_ID = 4'b0000,
    parameter  C_M_TARGET_SLAVE_BASE_ADDR	= 32'h40000000,
    parameter integer C_M_AXI_BURST_LEN	= 1,
    parameter integer C_M_AXI_ID_WIDTH	= 4,
    parameter integer C_M_AXI_ADDR_WIDTH	= 32,
    parameter integer C_M_AXI_DATA_WIDTH	= 32,
    parameter integer C_M_AXI_AWUSER_WIDTH	= 0,
    parameter integer C_M_AXI_WUSER_WIDTH	= 0,
    parameter integer C_M_AXI_BUSER_WIDTH	= 0
	)(
    input wire [C_M_AXI_ADDR_WIDTH-1:0] offset,
    input wire [C_M_AXI_DATA_WIDTH-1:0] data_in,
    input wire do_output,
    output wire done,
    input wire CLK,
    input wire  M_AXI_ARESETN,
    output wire [C_M_AXI_ID_WIDTH-1 : 0] M_AXI_AWID,
    output wire [C_M_AXI_ADDR_WIDTH-1 : 0] M_AXI_AWADDR,
    output wire [7 : 0] M_AXI_AWLEN,
    output wire [2 : 0] M_AXI_AWSIZE,
    output wire [1 : 0] M_AXI_AWBURST,
    output wire  M_AXI_AWLOCK,
    output wire [3 : 0] M_AXI_AWCACHE,
    output wire [2 : 0] M_AXI_AWPROT,
    output wire [3 : 0] M_AXI_AWQOS,
    output wire [C_M_AXI_AWUSER_WIDTH-1 : 0] M_AXI_AWUSER,
    output wire  M_AXI_AWVALID,
    input wire  M_AXI_AWREADY,
    output wire [C_M_AXI_ID_WIDTH-1 : 0] M_AXI_WID,
    output wire [C_M_AXI_DATA_WIDTH-1 : 0] M_AXI_WDATA,
    output wire [C_M_AXI_DATA_WIDTH/8-1 : 0] M_AXI_WSTRB,
    output wire  M_AXI_WLAST,
    output wire [C_M_AXI_WUSER_WIDTH-1 : 0] M_AXI_WUSER,
    output wire  M_AXI_WVALID,
    input wire  M_AXI_WREADY,
    input wire [C_M_AXI_ID_WIDTH-1 : 0] M_AXI_BID,
    input wire [1 : 0] M_AXI_BRESP,
    input wire [C_M_AXI_BUSER_WIDTH-1 : 0] M_AXI_BUSER,
    input wire  M_AXI_BVALID,
    output wire  M_AXI_BREADY
	);
    function integer clogb2 (input integer bit_depth);              
    begin                                                           
    for(clogb2=0; bit_depth>0; clogb2=clogb2+1)                   
      bit_depth = bit_depth >> 1;                                 
    end                                                           
    endfunction 
	reg [C_M_AXI_ADDR_WIDTH-1 : 0] 	axi_awaddr;
	reg axi_awvalid;
	reg [C_M_AXI_DATA_WIDTH-1 : 0] 	axi_wdata;
	reg axi_wlast;
	reg axi_wvalid;
	reg axi_bready;
    reg working;
	assign M_AXI_AWID	= USER_ID;
	assign M_AXI_AWADDR	= C_M_TARGET_SLAVE_BASE_ADDR + axi_awaddr;
	assign M_AXI_AWLEN	= C_M_AXI_BURST_LEN - 1;
	assign M_AXI_AWSIZE	= clogb2((C_M_AXI_DATA_WIDTH/8)-1);
	assign M_AXI_AWBURST	= 2'b01;
	assign M_AXI_AWLOCK	= 1'b0;
	assign M_AXI_AWCACHE	= 4'b0010;
	assign M_AXI_AWPROT	= 3'h0;
	assign M_AXI_AWQOS	= 4'h0;
	assign M_AXI_AWUSER	= 'b1;
	assign M_AXI_AWVALID	= axi_awvalid;
	assign M_AXI_WID	= USER_ID;
	assign M_AXI_WDATA	= axi_wdata;
	assign M_AXI_WSTRB	= {(C_M_AXI_DATA_WIDTH/8){1'b1}};
	assign M_AXI_WLAST	= axi_wlast;
	assign M_AXI_WUSER	= 'b0;
	assign M_AXI_WVALID	= axi_wvalid;
	assign M_AXI_BREADY	= axi_bready;
	assign done = ~working;
    always @(posedge CLK) begin
        if(do_output & ~working) begin
            working <= 1'b1;
            axi_awaddr <= offset;
            axi_wdata <= data_in;
            axi_awvalid <= 1'b1;
        end
        else if(working) begin
            if(axi_awvalid & M_AXI_AWREADY) begin
                axi_awvalid <= 1'b0;
                axi_wvalid <= 1'b1;
                axi_wlast <= 1'b1;
                axi_bready <= 1'b1;
            end
            else if(axi_wvalid & M_AXI_WREADY) begin
                axi_wvalid <= 1'b0;
                axi_wlast <= 1'b0;
            end
            else if(axi_bready & M_AXI_BVALID) begin
                axi_bready <= 1'b0;
                working <= 1'b0;
            end
        end
    end
endmodule
```

## flow/run.sh

```bash
#!/bin/bash
# OpenROAD 26Q1-2900-gdf79404cd8, Yosys 0.63+post, stock flow scripts
make -C /OpenROAD-flow-scripts/flow DESIGN_CONFIG=/design/flow/config.mk WORK_HOME=/design/flow/orfs finish
```

==> results.cfg <==
; yosys + openroad results
[synth]
synthCells = 282
yosys_warnings = 25
ys_seq_share_pct = 78.1
syn_area_sq_um = 5280
yosys-stat-cells = 282
synthDominantCellAreaShare_pct = 77.4
yosys_area_sq_um = 5280
ys_types = 32
area_leaders = edfxtp_1 77%, buf_4 4.8%, nor4_2 4.7%
syn_avg_cell_area_sq_um = 18.7
ys.flops = 138
top_area_cell = edfxtp_1

[setup_path]
ff2ff_setup_slack_ns = 9.64
crit_fanout = 54
cp-end-kind = register
cp_common_cell = buf_4
cp_slowest_cell = buf_4
slowest_delay_ns = 0.65
startpoint_type = input pin
required_ns = 12.94
arrival_ns = 4.40
crit_chain = clkdlybuf4s50_1 > nor2b_4 > buf_4 > buf_4
setup.worst_path.class = input pin to register

[power]
power_switching_mw = 0.217
leakage_nw = 2.42
clockPowerShare_pct = 44.8
combinationalPowerShare_pct = 4.0
switching_share_pct = 21.2
pwr-share-seq_pct = 51.2
p_int_mw = 0.804
powerDensity_nw_per_um2 = 142
ir_drop_v = 0.0000889

[sta]
finalSetupViolCount = 0
period_used_pct = 33.2
final_hold_viol_count = 0
fin_tns_setup_ns = 0
min_period_ns = 4.25
fmax_ghz = 0.235
slew_viol_final = 0
skew_ns = 0.0109
rsz0062_at_grt = no
slew-limit-headroom_pct = 47.3
worstMarginPinSlew_ns = 0.771

[finish]
syn_to_final_growth_pct = 36.1
layout-drive-gt1-share_pct = 14.6
final_cells = 580
n_fill_cell = 705

[floorplanning]
chip_area_sq_um = 11000
io-pin-count = 147
core_sq_um = 10300
rows = 37
die_height_um = 105
die_x_um = 105
floorplan.core_util_pct = 51.4

[placed_design]
port_buffers = 122
gp_congestion = 0.772
dp.final_hpwl_um = 5360
dp.cells = 548

[drt]
drc_errors = 0
firstDrtPassIters = 4
vias = 2810
drt_first_iter_violations = 126
postRouteAntennaNets = 0
wl_um = 8530
antenna_cells = 0
wire_per_inst_um = 14.7
detail_route.vias_per_cell = 4.84

[global_route]
grt_usage_pct = 18.0
grt_pass1_wl_um = 13800
first_global_vias = 2690
grt_max_degree = 55
grt_overflow = 0
antenna_found_initial = 0

[clock_network]
cts_buffer_depth = 2
cts.clk_slew.worst_paths_ns = 0.06
clk_latency_ns = 0.51
post_cts_buffers = 0
cts_resized = 0
cts_sinks = 138
htreeDepth = 4
tritoncts = built
cts_root_buf = clkbuf_8
cts_inserted_buffers = 17
cts_hold_buf = 0

[run]
drv_cap = 0
tool_warnings = 28

[status]
status = completed

[worst_hold_path]
hold_path.class = register to register
[path summary, 6_finish.rpt]
check,start,endpoint,cells after the start
max reg2reg,offset_reg[2],next_reg[3],7
max,loop_flag,next_reg[21],4
min reg2reg,next_reg[31],start_reg[31],0
min,next_reg[31],start_reg[31],0
[area by class of cell]
class / count / area [sq um] / share of cell area (%)
clock buffers: 17 / 414 / 5.76
clock inverters: 15 / 153 / 2.12
inverters: 1 / 3.75 / 0.0522
multi-input cells: 145 / 1050 / 14.7
flip-flops and latches: 138 / 4120 / 57.4
well taps: 136 / 170 / 2.37
repair buffers: 128 / 1270 / 17.6
[cell families after synthesis]
logic type | count (synthesis) | synth area share (%)
AND/OR/NAND/NOR | 73 | 11.0
adder cells (fa/ha/maj) | 2 | 0.474
buffers and inverters | 40 | 5.62
XOR/XNOR | 20 | 3.32
AND-OR/OR-AND | 5 | 0.830
other | 1 | 0.0710
flip-flops | 138 | 78.1
multiplexers | 3 | 0.569
[power by group through the flow]
stage	clock network, mW	logic (mW)	registers (mW)
after CTS	0.468	0.0422	0.523
after global routing	0.487	0.0455	0.524
final	0.457	0.0413	0.522
[layer usage]
metal / GRT usage [%] / wire, um / vias to the layer above / part of all wire, %
li1: - / - / 1335 / -
met4: 2.52 / 96 / 0 / 1.1
met3: 5.46 / 712 / 8 / 8.3
met2: 25.3 / 4000 / 128 / 47
met5: 0 / 0 / - / 0
met1: 33.7 / 3720 / 1339 / 44
[cell usage after synthesis]
cell / instances
edfxtp_1: 136
buf_4: 34
nor4_2: 20
nand3_1: 15
xor2_1: 15
nand2_1: 7
and3_1: 5
nand4_1: 5
xnor2_1: 5
and4_1: 4
nor2_1: 4
buf_2: 3
mux2i_1: 3
nor4b_1: 3
buf_6: 2
dfxtp_1: 2
ha_1: 2
nor2b_1: 2
nor3_1: 2
a2111oi_0: 1
a211oi_1: 1
a31o_1: 1
a31oi_1: 1
and2b_1: 1
conb_1: 1
inv_1: 1
nand3_2: 1
nand4_2: 1
nor4_1: 1
nor4_4: 1
nor4bb_1: 1
o211ai_2: 1
[stage by stage]
step / worst slack, ns / utilization [%] / cell area, sq um / power (mW) / hold WS [ns]
floorplan: 5.14 / - / 5430 / 0.549 / 0.400
global placement: 8.04 / 64.4 / 6620 / 0.573 / 0.401
detailed placement: 8.01 / 64.4 / 6620 / 0.574 / 0.405
CTS: 8.55 / 69.9 / 7190 / 1.03 / 0.415
global route: 8.44 / 69.9 / 7190 / 1.06 / 0.424
finish: 8.55 / 69.9 / 7190 / 1.02 / 0.415
[critical path, delay by kind of cell]
family | cells | cell delay (ns)
AND/OR/NAND/NOR | 1 | 0.13
buffers and inverters | 3 | 1.67
[cells in the final DEF, fill, tap and decap left out, drive strengths merged, types with 3 or more instances in the layout]
master,netlist,layout
xor2,15,15
mux2i,3,3
edfxtp,136,136
nor2,4,4
nand4,6,6
and4,4,4
clkdlybuf4s50,0,122
and3,5,5
inv,1,11
nand2,7,7
nor4b,3,3
xnor2,5,5
clkbuf,0,17
buf,39,6
nand3,16,16
conb,1,42
nor4,22,22
Power figures rest on the tool's default switching activity, not on a simulated workload.
