===== ./run.sh =====
#!/bin/bash
# OpenROAD 26Q1-2900-gdf79404cd8, Yosys 0.63+post, stock flow scripts
make -C /OpenROAD-flow-scripts/flow DESIGN_CONFIG=/design/flow/config.mk WORK_HOME=/design/flow/orfs finish

===== ./config.mk =====
export PLATFORM = sky130hd
export DESIGN_NAME = mode_control
export DESIGN_NICKNAME = mode_control
export VERILOG_FILES = /design/flow/design.v
export SDC_FILE = /design/flow/constraint.sdc
export NUM_CORES = 4
export LEC_CHECK = 1
export CORE_AREA = 10 10 145 145
export DIE_AREA = 0 0 155 155

===== ./constraint.sdc =====
current_design mode_control

set clk_period 5.3
set clk_io_pct 0.2

create_clock -name clk0 -period $clk_period [get_ports {clk}]

set non_clock_inputs [all_inputs -no_clocks]
set_input_delay [expr $clk_period * $clk_io_pct] -clock clk0 $non_clock_inputs
set_output_delay [expr $clk_period * $clk_io_pct] -clock clk0 [all_outputs]

===== ./design.v =====
`timescale 1ns / 1ps
module mode_control_file(
    );
endmodule
module mode_control # (
    parameter integer in_bits_XY = 24,
    parameter integer in_bits_amp = 24,
    parameter integer in_bits_phase = 24,
    parameter integer in_bits_sweep = 16,
    parameter integer in_bits_sweep_mod = 16,
    parameter integer in_bits_sweep_mod_raw = 16,
    parameter integer in_bits_sweep_amp = 32,
    parameter integer phase_correct_bits = 1,  
    parameter integer out_bits_dac = 14
    )(
    input wire clk,
    input wire [31:0] mode_flags,
    output wire [out_bits_dac-1:0] dac_a,
    output wire [out_bits_dac-1:0] dac_b,
    input wire [in_bits_XY-1:0] ch_a_X_in,
    input wire [in_bits_XY-1:0] ch_a_Y_in,
    input wire [in_bits_XY-1:0] ch_b_X_in,
    input wire [in_bits_XY-1:0] ch_b_Y_in,
    input wire [in_bits_amp-1:0] ch_a_amp_in,
    input wire [in_bits_amp-1:0] ch_b_amp_in,
    input wire [in_bits_phase-1:0] ch_a_phase_in,
    input wire [in_bits_phase-1:0] ch_b_phase_in,
    input wire [in_bits_sweep-1:0] sweep_in,
    input wire [in_bits_sweep_mod-1:0] sweep_mod_in,
    input wire [in_bits_sweep_mod_raw-1:0] sweep_mod_raw_in,
    input wire [in_bits_sweep_amp-1:0] sweep_amp_in,
    input wire sweep_loop,
    input wire sync_i,
    output wire cl_select,
    output wire sync_o,
    output wire ttl_o,
    output wire freq_double,
    output wire sweep_const,
    output wire io_slave
    );
    localparam integer phase_end = in_bits_amp-out_bits_dac-phase_correct_bits < 0 ? 0 : in_bits_amp-out_bits_dac-phase_correct_bits;
    localparam integer phase_extra_bits = in_bits_amp-out_bits_dac-phase_correct_bits < 0 ? -(in_bits_amp-out_bits_dac-phase_correct_bits) : 0;
    reg cl_sel_reg;
    reg sync_out_reg;
    reg sync_flag_reg;
    reg [2:0] sync_counter;                          
    reg [out_bits_dac-1:0] dac_a_reg;
    reg [out_bits_dac-1:0] dac_b_reg;
    reg [4:0] hold;
    reg ttl_o_reg;
    always @(posedge clk) begin
        cl_sel_reg <= mode_flags[0];
        if(mode_flags[2]) begin  
            if(mode_flags[7] & (mode_flags[4] | mode_flags[1])) begin    
                dac_a_reg <= {ch_a_phase_in[in_bits_phase-1-phase_correct_bits:phase_end],{(phase_extra_bits){1'b0}}};
            end
            else begin
                dac_a_reg <= ch_a_amp_in[in_bits_amp-1:in_bits_amp-out_bits_dac];
            end
        end
        else begin
            if(mode_flags[7] & (mode_flags[4] | mode_flags[1])) begin
                dac_a_reg <= ch_a_Y_in[in_bits_amp-1:in_bits_amp-out_bits_dac];
            end
            else begin
                dac_a_reg <= ch_a_X_in[in_bits_XY-1:in_bits_amp-out_bits_dac];
            end
        end
        if(mode_flags[4]) begin  
            if(mode_flags[5]) begin  
                if(mode_flags[8]) begin  
                    if(sweep_mod_raw_in[in_bits_sweep_mod_raw-1]) begin
                        dac_b_reg <= sweep_in[in_bits_sweep-1:in_bits_sweep-out_bits_dac]-{{1'b0},sweep_amp_in[in_bits_sweep_amp-1:in_bits_sweep_amp-out_bits_dac+1]};
                    end
                    else begin
                        dac_b_reg <= sweep_in[in_bits_sweep-1:in_bits_sweep-out_bits_dac]+{{1'b0},sweep_amp_in[in_bits_sweep_amp-1:in_bits_sweep_amp-out_bits_dac+1]};
                    end
                end
                else begin
                    dac_b_reg <= sweep_in[in_bits_sweep-1:in_bits_sweep-out_bits_dac]+sweep_mod_in[in_bits_sweep-1:in_bits_sweep-out_bits_dac];
                end
            end
            else begin
                dac_b_reg <= sweep_in[in_bits_sweep-1:in_bits_sweep-out_bits_dac];
            end
            if(hold > 4'b0) begin  
                hold <= hold + 4'b1;
            end
            else if(mode_flags[6] & sweep_loop) begin
                hold <= 4'b1;
                ttl_o_reg <= 1'b1;
            end
            else begin
                ttl_o_reg <= 1'b0;
            end
        end
        else begin
            ttl_o_reg <= 1'b0;
            if(mode_flags[1]) begin  
                if(mode_flags[2]) begin  
                    if(mode_flags[7]) begin    
                        dac_b_reg <= {ch_b_phase_in[in_bits_phase-1-phase_correct_bits:phase_end],{(phase_extra_bits){1'b0}}};
                    end
                    else begin
                        dac_b_reg <= ch_b_amp_in[in_bits_amp-1:in_bits_amp-out_bits_dac];
                    end
                end
                else begin
                    if(mode_flags[7]) begin    
                        dac_b_reg <= ch_b_Y_in[in_bits_amp-1:in_bits_amp-out_bits_dac];
                    end
                    else begin
                        dac_b_reg <= ch_b_X_in[in_bits_XY-1:in_bits_amp-out_bits_dac];
                     end
                end
            end
            else begin
                if(mode_flags[2]) begin  
                    dac_b_reg <= {ch_a_phase_in[in_bits_phase-1-phase_correct_bits:phase_end],{(phase_extra_bits){1'b0}}};
                end
                else begin
                    dac_b_reg <= ch_a_Y_in[in_bits_XY-1:in_bits_amp-out_bits_dac];
                end
            end
        end
        if(mode_flags[0]) begin  
            sync_out_reg <= sync_i;
        end
        else if(sync_flag_reg != mode_flags[3]) begin  
            if(sync_counter[0] && sync_counter[1]) begin
                sync_counter <= 2'b00;
                sync_out_reg <= 1'b0;
                sync_flag_reg <= mode_flags[3];
            end
            else begin  
                sync_counter <= sync_counter + 2'b01;
                sync_out_reg <= 1'b1;
            end
        end
        else begin
            sync_counter <= 2'b00;
        end
    end
    assign dac_a = dac_a_reg;
    assign dac_b = dac_b_reg;
    assign cl_select = cl_sel_reg;
    assign sync_o = sync_out_reg;
    assign ttl_o = ttl_o_reg;
    assign sweep_const = mode_flags[9];  
    assign freq_double = mode_flags[10];  
    assign io_slave = (mode_flags[0] & mode_flags[11]);  
endmodule
module accumulator_limited # (
    parameter integer in_bits = 32,
    parameter integer accum_bits = 32,
    parameter integer out_bits = 16
    )(
    input wire [in_bits-1:0] min,
    input wire [in_bits-1:0] max,
    input wire [in_bits-1:0] add,
    input wire const_flag,
    output wire [out_bits-1:0] sweep_out,
    input wire clk,
    input wire sync,
    output wire loop_o
    );
    reg [accum_bits:0] stored;  
    reg loop_reg;
    reg [5:0] loop_cnt;
    always @(posedge clk) begin
        if(sync) begin
            stored[accum_bits] = 0;
            stored[accum_bits-1:accum_bits-in_bits] <= min;
            loop_reg <= 1'b1;
        end
        else if(stored[accum_bits:accum_bits-in_bits] >= {1'b0,max}) begin
            stored[accum_bits] = 0;
            stored[accum_bits-1:accum_bits-in_bits] <= min;
            loop_reg <= 1'b1;
        end
        else begin
            stored <= stored+add;
        end
        if(loop_reg & ~loop_cnt[5]) begin
            loop_cnt <= loop_cnt + 6'b1;
        end
        else if(loop_reg) begin
            loop_cnt <= 6'b0;
            loop_reg <= 1'b0;
        end
    end
    assign sweep_out = const_flag ? {~min[in_bits-1],min[in_bits-2:in_bits-out_bits]} : {~stored[accum_bits-1],stored[accum_bits-2:accum_bits-out_bits]};
    assign loop_o = loop_reg;
endmodule
module ttl_insert # (
    parameter integer num_bits = 14
    )(
    input wire [num_bits-1:0] dat_in,
    output wire [num_bits-1:0] dat_out,
    input wire ttl_in,
    input wire clk
    );
    reg [num_bits-1:0] out_reg;
    always @(posedge clk) begin
        if(ttl_in) begin
            out_reg <= {{1'b1},{(num_bits-1){1'b0}}};
        end
        else begin
            out_reg <= dat_in;
        end
    end
    assign dat_out = out_reg;
endmodule
module freq_doubler # (
    parameter integer num_bits = 16
    )(
    input wire [num_bits-1:0] phase_in,
    output wire [num_bits-1:0] phase_out,
    input wire freq_double,
    input wire clk
    );
    reg [num_bits-1:0] phase_reg;
    always @(posedge clk) begin
        if(freq_double) begin
            phase_reg <= {phase_in[num_bits-2:0],{1'b0}};
        end
        else begin
            phase_reg <= phase_in;
        end
    end
    assign phase_out = phase_reg;
endmodule

==> impl_metrics.ini <==
; flow metrics
[critical_path]
cp-end-kind = register
arrival_ns = 4.35
crit_path_max_fanout = 5
worstSetupStartpointType = input pin
crit_type = input pin to register
reg2regPathDepth = 4
worstPathRequired_ns = 5.45

[synthesis]
yosysTopAreaCellShare_pct = 18.0
ys.flop_type = dfxtp_1
ys_sh_mux_pct = 24.5
top_area_cell = mux4_2
synth-edff-count = 9
synth_area_um2 = 3510
ys_top_logic_family = multiplexers
ys_sh_xor_pct = 8.49
synth_cell_types = 55
synthCells = 373
ys_top_cells_by_count = nor2_1 (39), a21oi_1 (35), dfxtp_1 (30), mux4_2 (28), mux2i_1 (23)
yosysWarnings = 1
synth_flops = 39
ys_seq_share_pct = 24.8
synthTopCellsByArea = mux4_2 (18%), dfxtp_1 (17%), edfxtp_1 (7.7%)
avgSynthCellArea_um2 = 9.41
ys_cells = 373
synthArstFlopShare_pct = 0
top_cell = nor2_1
simple_gate_share_pct = 15.0
compound_area_share_pct = 16.0
synthAdderAreaFrac_pct = 6.99
yosys_area_um2 = 3510

[global_routing]
grt_max_degree = 33
gr-usage-all-layers_pct = 11.2
grt_pass1_wl_mm = 21.1
grt_pass1_vias = 3826
grt_overflow = 0
antenna_found_initial = 1

[floorplanning]
io_pins = 341
die_y_um = 155
fp_util_pct = 19.5
die_area_um2 = 24000
die_width_um = 155
coreArea_um2 = 18000
num_rows = 49

[cells_and_area]
drive_gt1_share_pct = 9.57
fin_cells = 794
final_cell_area_um2 = 5900
nFillCells = 1787
area_growth_pct = 68.2

[placed_design]
io_buffer_count = 198
preCtsSetupSlack_ns = 0.808
dp_hpwl_mm = 11.9
placed_cell_area_um2 = 5730
dp_cells = 785
globalplace.congestion = 0.840

[sta]
slew_viol_final = 0
finalClockPeriodUsage_pct = 79.3
rsz0062_at_grt = false
hold_violations = 0
finalSetupViolations = 0
final.setup.tns_ns = 0
fmax_ghz = 0.238
fin_skew_ns = 0.00412
relSlewSlack_pct = 43.2
worst_pin_slew_ns = 0.840
finalCriticalPeriod_ns = 4.20
fin_ws_ns = 1.10
hold_ws_ns = 0.470

[route]
drtAntennaViolNets = 0
drt_wl_total_mm = 13.7
vias = 3487
wire_per_inst_um = 17.3
drc_errors = 0
met2WireLength_mm = 6.80
wl_met3_mm = 1.10
first_pass_iters = 4
wl_met1_mm = 5.76
highest_layer = met4
drt_iter0_drc = 178
avgViaCountPerCell = 4.39

[clock_tree]
clk_pin_slew_ns = 0.06
htreeDepth = 2
hold_buffers = 0
cts_root_buffer = clkbuf_16
clockBufferDepth = 2
ctsResizeCount = 0
postCtsSetupRepairBufs = 0
cts_sinks = 39
clkLatencyLatePin_ns = 0.28
cts_tree = done
cts-buffers-inserted = 5

[flow_run]
drv_cap = 0
warning_count = 164

[pwr]
power.density_nw_per_um2 = 200
p_leak_nw = 2.23
ir_drop_mv = 0.102

[hold_path]
hold_class = register to register
whs_path_depth = 1

[status]
outcome = completed
## layer usage
metal | track usage, % | up-vias
met5 | 0 | -
met4 | 0.540 | 0
met3 | 3.89 | 5
met2 | 18.9 | 106
met1 | 14.3 | 1598
li1 | - | 1778
## cell families after synthesis
kind of cell	count (synthesis)
AND-OR/OR-AND	92
AND/OR/NAND/NOR	103
adder cells (fa/ha/maj)	19
buffers and inverters	35
XOR/XNOR	34
multiplexers	51
flip-flops	39
## cell usage in the layout (no fill, tap or decap), types with 2 or more instances in the layout
master           netlist  layout
nor4_1                 3       3
nor3b_1                3       3
nand2b_1               2       2
o21bai_1               2       2
o211ai_1               3       3
xor2_1                13      13
nor4_4                 2       2
a21oi_1               35      35
a21o_1                 5       5
mux4_2                28      28
clkdlybuf4s50_1        0     197
a211oi_1               7       7
dfxtp_1               30      30
a31oi_1                3       3
o21a_1                 3       3
xnor2_1               21      21
inv_1                 13      13
nor2_1                39      39
o21ai_0               21      21
buf_4                  2       7
mux2i_1               23      23
a2111oi_0              2       2
nand2_1               22      22
nor3_1                 7       7
ha_1                  18      18
nor2b_1                3       3
clkbuf_16              0       5
nand3b_1               2       2
edfxtp_1               9       9
nand3_1                8       8
## final cells by class
class,count,area (µm²),share of cell area (%)
Clock buffer,5,125,2.12
Multi-Input combinational cell,299,2490,42.2
Inverter,13,48.8,0.827
Clock inverter,3,43.8,0.742
Timing Repair Buffer,205,2030,34.4
Sequential cell,39,871,14.8
Tap cell,229,287,4.86
Antenna cell,1,2.50,0.0424
## power by group
part	switching (W)	total (W)	internal [W]
Combinational	0.000182	0.000470	0.000288
Clock	0.000124	0.000346	0.000222
Sequential	0.0000152	0.000361	0.000346
Total	0.000322	0.00118	0.000856
## worst paths after layout
| path | startpoint | end | slack, ns |
|---|---|---|---|
| min reg2reg | ttl_o_reg$_SDFFE_PN0P_ | ttl_o_reg$_SDFFE_PN0P_ | 0.47 |
| max | sweep_mod_in[2] | dac_b_reg[13]$_DFF_P_ | 1.10 |
| max reg2reg | hold[0]$_SDFFCE_PP1P_ | hold[4]$_SDFFCE_PP0P_ | 3.08 |
| min | ttl_o_reg$_SDFFE_PN0P_ | ttl_o_reg$_SDFFE_PN0P_ | 0.47 |
## critical path: stages
cell	delay, ns
clkdlybuf4s50_1	0.49
inv_1	0.10
ha_1	0.18
nor3b_1	0.20
buf_4	0.17
nand2_1	0.06
xor2_1	0.13
o21ai_0	0.22
ha_1	0.34
a21o_1	0.20
a31o_2	0.26
o211ai_1	0.29
a2111oi_0	0.16
a2111oi_1	0.33
o211ai_1	0.16
## per-stage QoR
stage | utilization [%] | power [W]
floorplan | - | 0.000581
CTS | 32.8 | 0.00120
detailed placement | 31.9 | 0.000841
global placement | 31.9 | 0.000837
global route | 32.8 | 0.00126
finish | 32.8 | 0.00118
No activity file was given, so power comes from the tool's default toggle rates.
