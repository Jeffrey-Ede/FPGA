===== flow/config.mk =====
export PLATFORM = sky130hd
export DESIGN_NAME = moving_average
export DESIGN_NICKNAME = moving_average
export VERILOG_FILES = /design/flow/design.v
export SDC_FILE = /design/flow/constraint.sdc
export NUM_CORES = 4
export LEC_CHECK = 1
export CORE_UTILIZATION = 50

===== flow/constraint.sdc =====
current_design moving_average

set clk_period 8.0
set clk_io_pct 0.2

create_clock -name clk0 -period $clk_period [get_ports {clk}]

set non_clock_inputs [all_inputs -no_clocks]
set_input_delay [expr $clk_period * $clk_io_pct] -clock clk0 $non_clock_inputs
set_output_delay [expr $clk_period * $clk_io_pct] -clock clk0 [all_outputs]

===== flow/design.v =====
`timescale 1ns / 1ps
module averaging(
    );
endmodule
module simple_summation # (
    parameter integer dat_in_bits = 16,
    parameter integer cnt_in_bits = 16
    )(
    input wire [dat_in_bits-1:0] in_data,
    input wire [cnt_in_bits-1:0] counter,
    input wire clk,
    output wire [dat_in_bits+cnt_in_bits-1:0] sum_out,
    output wire cnt_timer
    );
    reg [dat_in_bits+cnt_in_bits-1:0] sum;
    reg [dat_in_bits+cnt_in_bits-1:0] out;
    reg [dat_in_bits+cnt_in_bits-1:0] in_data2;
    reg reset;
    always @(posedge clk) begin
        in_data2 <= {{(cnt_in_bits+1){in_data[dat_in_bits-1]}}, in_data[dat_in_bits-2:0]};
        if(reset & ~counter[cnt_in_bits-1]) begin
            out <= sum;
            sum <= in_data2;
        end
        else begin
            sum <= sum+in_data2;
        end
        reset <= counter[cnt_in_bits-1];
    end
    assign sum_out = out;
    assign cnt_timer = ~counter[cnt_in_bits-1];
endmodule
module moving_average # (
    parameter integer in_bits = 16,
    parameter integer out_bits = 16,
    parameter integer log2_samples = 8
    )(
    input wire [in_bits-1:0] in_data,
    input wire clk,
    output wire [out_bits-1:0] out_data
    );
    localparam integer samples = 2**log2_samples;
    localparam integer reg_bits = in_bits+log2_samples;
    reg [reg_bits-1:0] in_data2;
    reg [reg_bits-1:0] buffer [samples-1:0];
    reg [reg_bits-1:0] out_data2;
    genvar i;
    generate
    for(i = 0; i < samples-1; i = i+1) begin : gen_buffer
        always @(posedge clk) begin
            buffer[i][reg_bits-1:0] <= buffer[i+1][reg_bits-1:0];
        end
    end
    endgenerate
    always @(posedge clk) begin
        in_data2 <= {{(log2_samples+1){in_data[in_bits-1]}}, in_data[in_bits-2:0]};
        buffer[samples-1][reg_bits-1:0] <= in_data2;
        out_data2 <= out_data2 + in_data2 - buffer[0][reg_bits-1:0];
    end
    assign out_data = {out_data2[reg_bits-1],out_data2[reg_bits-3:reg_bits-out_bits-1]};
endmodule
module two_clk_accum # (
    parameter integer inc_bits = 32,
    parameter integer count_bits = 32,
    parameter integer out_bits = 32,
    parameter integer out_bus_size = 32  
    )(
    input wire count_clk,
    input wire out_clk,
    input wire sync_i,
    input wire [inc_bits-1:0] inc_in,
    output wire [out_bus_size-1:0] count_out
    );
    reg [count_bits-1:0] count_reg;
    reg [inc_bits-1:0] inc_reg;
    reg [inc_bits-1:0] inc_reg2;
    reg [out_bus_size-1:0] out_reg;
    reg [out_bus_size-1:0] out_reg2;
    always @(posedge count_clk) begin
        inc_reg <= inc_in;
        inc_reg2 <= inc_reg;
        if(sync_i) begin  
            count_reg <= 0;
        end
        else begin
            count_reg <= count_reg + inc_reg2;
        end
    end
    always @(posedge out_clk) begin
        out_reg[out_bits-1:0] <= count_reg[count_bits-1:count_bits-out_bits];
        out_reg2 <= out_reg;
    end
    assign count_out = out_reg2;
endmodule

===== flow/run.sh =====
#!/bin/bash
# OpenROAD 26Q1-2900-gdf79404cd8, Yosys 0.63+post, stock flow scripts
make -C /OpenROAD-flow-scripts/flow DESIGN_CONFIG=/design/flow/config.mk WORK_HOME=/design/flow/orfs finish

==> flow report <==
=================================================================================
Sink count of the clock tree .......................................         4136
Layout cells sized above 1 .........................................        11.4%
Tmin final .........................................................      3470 ps
Max rail drop VDD ..................................................     0.210 mV
Via count of the routed design .....................................        28300
Post-cts gate resize count .........................................            0
Ratio of routed vias to standard cells .............................         3.88
Sum of buffers and inverters on the critical path ..................            1
Top cell type by instance count after synthesis ....................      dfxtp_1
Clock Path Buffers .................................................            4
1st-iter DRT viols .................................................         1272
Area share of the largest cell type after synthesis ................        97.5%
Sequential cell area fraction in the yosys report ..................        97.5%
Dominant register cell in the synthesized netlist ..................      dfxtp_1
Critical-path top delay cell ....................................... clkdlybuf4s50_1
Drt total wl ....................................................... 84900 microns
Critical path's top delay family ................................... buffers and inverters
Synth-to-layout area growth ........................................        17.9%
Width of the die ...................................................  414 microns
Element type at the critical path end ..............................  output port
Total I/O pin count ................................................           33
Number of cells in Yosys stat ......................................         4427
Top cells by area .................................................. dfxtp_1, fa_1, inv_1, ha_1, xnor2_1
Total of flip-flops plus latches after synthesis ...................         4136
Congestion Overflow GR .............................................            0
Biggest cell delay along the critical path .........................       660 ps
Minimum setup slack among reg-to-reg paths .........................      4970 ps
Transition at the pin with the smallest max-transition slack .......       518 ps
I/O Buffers ........................................................           32
Leading cell types by count after synthesis ........................ dfxtp_1, inv_1, ha_1
Routed Antenna Nets ................................................            0
Synth async-reset ratio ............................................           0%
CTS Hold Buffers Added .............................................            0
Routed wirelength normalized by instance count ..................... 11.6 microns
Power density over cell area .......................................  394 nW/um^2
Clock latency (worst-skew pair) ....................................       890 ps
Global-route usage over all layers .................................        11.0%
Count of H-tree levels built during CTS ............................            5
Max-slew headroom ..................................................        65.4%
Clock transition at the registers of the reported paths ............        60 ps
Placed instance area ...............................................  87900 sq um
Maximum capacitance violations .....................................            0
Series of cell instances along the critical path ................... clkdlybuf4s50_1
Post-synthesis cell count ..........................................         4427
Worst path arrival time ............................................      1870 ps
Unrepaired setup endpoints after global routing ....................        false
Yosys Warn Count ...................................................            2
Library cell occupying the most area in the post-synthesis netlist .      dfxtp_1
CP Max Fanout ......................................................            2
Highest clock frequency the design can meet ........................      288 MHz
Layout Cell Area excl Fill ......................................... 100000 sq um
First-pass GRT wire length ......................................... 145000 microns
Static leakage power ...............................................    0.0409 uW
Post-synthesis cell type count .....................................           46
Antenna fix cells ..................................................            0
Number of warning messages in the logs .............................           27
Part of the cycle the worst path needs .............................        43.4%
Residual DRC count .................................................            0
Result of the run ..................................................    completed
Yosys synthesis chip area ..........................................  84900 sq um
Type of element launching the critical path ........................         flop
Core footprint ..................................................... 168000 sq um
Floorplan-stage core utilization ...................................        50.6%
Number of max-slew violations in the final report ..................            0
Total count of hold-check failures in the final report .............            0
Final setup fails ..................................................            0
Number of antenna violations at the first check in global routing ..            4
TritonCTS clock tree ...............................................          yes
Number of CTS-inserted buffers .....................................          377
Crit Path Class ....................................................   reg -> out
Drt first pass iters ...............................................            4
Clock tree root driver cell ........................................    clkbuf_16
Setup total negative slack .........................................         0 ps
Placer congestion estimate .........................................        0.758
Post-CTS repair timing setup buffer count ..........................            0
Die outline height .................................................  414 microns
Number of enable-type register cells in the synthesized netlist ....            0
Vias in the first global route .....................................        28100
Number of core rows ................................................          150
Average cell area after synthesis ..................................   19.2 sq um
Fin Clk Skew .......................................................      37.1 ps
Netlist area before placement ......................................  84900 sq um
Pin count of the biggest net entering global routing ...............           17
WP data required ...................................................      6400 ps
Class of the most critical hold timing path ........................   reg -> reg
HPWL reported at the end of detailed placement ..................... 35600 microns
Hold slack final ...................................................       290 ps
Die area ........................................................... 172000 sq um
=================================================================================
==> power breakdown <==
group	leakage, uW	switching [uW]	internal, uW
sequential	0.0336	81.3	20900
clock	0.00605	6950	10300
combinational	0.00122	695	538
total	0.0409	7730	31700
==> kinds of logic after synthesis <==
logic type | Yosys count | share of synthesized area [%]
buf+inv | 106 | 0.548
flops | 4136 | 97.5
simple gates | 50 | 0.292
xor+xnor | 23 | 0.237
fa+ha+maj | 48 | 0.910
compound gates | 64 | 0.532
==> layout by cell type, fill, tap and decap left out, types with 10 or more instances in the layout <==
cell type / instances
clkbuf_16: 380
inv_1: 86
dfxtp_1: 4136
bufinv_16: 25
clkinv_2: 67
xnor2_1: 14
clkdlybuf4s50_1: 32
clkbuf_8: 82
nand2_1: 10
nor2_1: 10
clkbuf_1: 80
a21oi_1: 21
fa_1: 23
ha_1: 25
==> flip-flops by register name, indices dropped and copies added (netlist names) <==
name       flops
buffer      4096
out_data2     24
in_data2      16
==> metrics by stage <==
| stage | total power [uW] | util [%] | std cells | worst slack, ps |
|---|---|---|---|---|
| 6_report | 39400 | 59.6 | 7299 | 4530 |
| 5_1_grt | 41000 | 59.6 | 7299 | 4380 |
| 4_1_cts | 40000 | 59.6 | 7299 | 4330 |
| 3_5_place_dp | 22700 | 52.3 | 6643 | 5010 |
| 3_3_place_gp | 22700 | 52.3 | 6643 | 5010 |
| 2_1_floorplan | 22300 | - | 4427 | 5280 |
==> per-layer routing <==
metal,track usage [%],up-vias,part of all wire (%)
met2,12.7,489,35
li1,-,14500,-
met1,20.5,13000,55
met5,0,-,0
met4,4.79,0,4.5
met3,2.83,348,5.2
==> path summary, 6_finish.rpt <==
| path | startpoint | endpoint | cells after the start |
|---|---|---|---|
| min | buffer[12][10]$_DFF_P_ | buffer[11][10]$_DFF_P_ | 0 |
| max | out_data2[13]$_DFF_P_ | out_data[6] | 1 |
| min reg2reg | buffer[12][10]$_DFF_P_ | buffer[11][10]$_DFF_P_ | 0 |
| max reg2reg | in_data2[1]$_DFF_P_ | out_data2[22]$_DFF_P_ | 10 |
==> final cells by class <==
class                   count  area (sq um)
clock buffers             542         10900
fillers                 11900         67900
inverters                  86           323
flip-flops and latches   4136         82800
multi-input cells         185          1670
well taps                2204          2760
clock inverters           114          1290
repair buffers             32           320
Power is estimated from default activity; no workload was simulated.
